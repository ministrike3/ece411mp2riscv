==> design.v <==
package rv32i_types;
typedef enum bit [6:0] {
    op_lui   = 7'b0110111,  
    op_auipc = 7'b0010111,  
    op_jal   = 7'b1101111,  
    op_jalr  = 7'b1100111,  
    op_br    = 7'b1100011,  
    op_load  = 7'b0000011,  
    op_store = 7'b0100011,  
    op_imm   = 7'b0010011,  
    op_reg   = 7'b0110011,  
    op_csr   = 7'b1110011   
} rv32i_opcode;
typedef enum bit [2:0] {
    beq  = 3'b000,
    bne  = 3'b001,
    blt  = 3'b100,
    bge  = 3'b101,
    bltu = 3'b110,
    bgeu = 3'b111
} branch_funct3_t;
typedef enum bit [2:0] {
    lb  = 3'b000,
    lh  = 3'b001,
    lw  = 3'b010,
    lbu = 3'b100,
    lhu = 3'b101
} load_funct3_t;
typedef enum bit [2:0] {
    sb = 3'b000,
    sh = 3'b001,
    sw = 3'b010
} store_funct3_t;
typedef enum bit [2:0] {
    add  = 3'b000,  
    sll  = 3'b001,
    slt  = 3'b010,
    sltu = 3'b011,
    axor = 3'b100,
    sr   = 3'b101,  
    aor  = 3'b110,
    aand = 3'b111
} arith_funct3_t;
typedef enum bit [2:0] {
    alu_add = 3'b000,
    alu_sll = 3'b001,
    alu_sra = 3'b010,
    alu_sub = 3'b011,
    alu_xor = 3'b100,
    alu_srl = 3'b101,
    alu_or  = 3'b110,
    alu_and = 3'b111
} alu_ops;
typedef logic [31:0] rv32i_word;
typedef logic [4:0] rv32i_reg;
typedef logic [3:0] rv32i_mem_wmask;
endpackage : rv32i_types
module mux8 #(parameter width = 32)
(
input [2:0] sel,
input [width-1:0] a, b, c, d, e, f, g, h,
output logic [width-1:0] z
);
always_comb
begin
case(sel)
	0:begin
		z=a;
	end
	1:begin
		z=b;
	end
	2:begin
		z=c;
	end
	3:begin
		z=d;
	end
	4:begin
		z=e;
	end
	5:begin
		z=f;
	end
	6:begin
		z=g;
	end
	default:begin
	z=h;
	end
endcase
end
endmodule : mux8
==> run.sh <==
#!/bin/bash
# OpenROAD 26Q1-2900-gdf79404cd8, Yosys 0.63+post, stock flow scripts
make -C /OpenROAD-flow-scripts/flow DESIGN_CONFIG=/design/flow/config.mk WORK_HOME=/design/flow/orfs finish
==> config.mk <==
export PLATFORM = sky130hd
export DESIGN_NAME = mux8
export DESIGN_NICKNAME = mux8
export VERILOG_FILES = /design/flow/design.v
export SDC_FILE = /design/flow/constraint.sdc
export NUM_CORES = 4
export LEC_CHECK = 1
export CORE_AREA = 10 10 120 120
export DIE_AREA = 0 0 130 130
==> constraint.sdc <==
current_design mux8

set clk_period 4.6
set clk_io_pct 0.2

create_clock -name clk0 -period $clk_period

set non_clock_inputs [all_inputs -no_clocks]
set_input_delay [expr $clk_period * $clk_io_pct] -clock clk0 $non_clock_inputs
set_output_delay [expr $clk_period * $clk_io_pct] -clock clk0 [all_outputs]
==> Table 3: Implementation characteristics <==
Table: implementation figures

Parameter                              Value

Run status
  Run status .................. finished, final reports clean

Routing
  Drt pass-1 iters .................. 6
  Count of inserted antenna diode cells .................. 0
  Mean routed wirelength per cell .................. 21.92 um
  Count of unresolved DRC violations after routing .................. 0
  Starting DRC count in detailed routing .................. 219
  Number of vias per cell .................. 5.058
  Post-detailed-routing wire length .................. 15520 um
  Count of nets left with antenna violations after detail routing .................. 0
  Vias post-DR .................. 3581

Placement
  # port buffers .................. 291
  Gp weighted congestion .................. 0.8712
  Pre-CTS WS .................. 415.1 ps
  Placed cell count .................. 708
  Sum of net half-perimeters after detailed placement .................. 12710 um

Setup path
  Largest stage delay on the critical path .................. 610 ps
  Worst Setup Start Kind .................. input pin
  Crit path DRT .................. 3680 ps
  Data arrival at the endpoint of the critical path .................. 3260 ps
  Max stage delay cell, worst path .................. sky130_fd_sc_hd__nor2_4
  Start-to-end type of the worst setup path .................. input pin to primary output
  Largest delay contributor family on the critical path .................. buffers and inverters
  CP max FO .................. 24
  Number of buffers and inverters on the critical path .................. 4
  End point of the critical path .................. z[18]
  Most repeated library cell on the critical path .................. sky130_fd_sc_hd__clkdlybuf4s50_1
  Number of gates on the worst path with buffers counted .................. 7
  CP cell instances .................. clkdlybuf4s50_1 -> buf_4 -> inv_2 -> nor2_4 -> a21oi_1 -> o22a_1 -> clkdlybuf4s50_1
  Sort of element at the end of the critical path .................. primary output
  Worst setup path start .................. sel[2]

Global route
  Remaining global-route overflow .................. 0
  Global-route usage over all layers .................. 17.13%
  Maximum number of pins on one net before global-route repair .................. 50
  Number of antenna violations at the first check in global routing .................. 0
  Via count of the first global-routing pass .................. 3857
  Global-route wire length before repair .................. 22620 um

Cells and area
  Clock buffer cells .................. 0
  Filler cell count .................. 1221
  Number of sequential storage elements .................. 0
  Final Non-Filler Cells .................. 708
  Fraction of layout cells with a size suffix above 1 .................. 6.061%
  Seq. cell area .................. 0 um^2
  Most numerous logic cells after layout .................. 289 x sky130_fd_sc_hd__clkdlybuf4s50_1, 52 x sky130_fd_sc_hd__a21oi_1, 48 x sky130_fd_sc_hd__a221oi_1, 42 x sky130_fd_sc_hd__nand2_1
  Logic area .................. 0.001712 mm^2
  Area growth, synth to finish .................. 154.6%
  Most frequent standard cell in the layout excluding fill and tap cells .................. sky130_fd_sc_hd__clkdlybuf4s50_1

Final timing
  Final setup vio count .................. 0
  Slack of the critical path .................. 418.3 ps
  Unrepaired setup endpoints after global routing .................. false
  Setup TNS .................. 0 ps
  Max_slew headroom .................. 50.48%
  Part of the cycle the worst path needs .................. 90.91%
  Number of hold violations in the final report .................. 0
  Final Max-Slew Violation Tally .................. 0
  Transition time at the pin with the least slew margin .................. 741.1 ps
  Crit path time final .................. 4182 ps
  Upper clock frequency limit .................. 239.1 MHz

Synthesis
  Largest area contributor in the synthesized netlist .................. sky130_fd_sc_hd__a221oi_1
  Share of the synthesized area in the top cell type .................. 21.71%
  Cells after Synth .................. 294
  Number of distinct library cells after synthesis .................. 32
  Warnings, synthesis .................. 1
  Post-Synthesis Mean Instance Area .................. 6.588 um^2
  Largest cells by area .................. sky130_fd_sc_hd__a221oi_1 22%, sky130_fd_sc_hd__a21oi_1 13%, sky130_fd_sc_hd__o22a_1 11%
  Area of the synthesized netlist per yosys stat .................. 0.001937 mm^2
  Share of the yosys chip area belonging to registers .................. 0%
  Number of cell instances after yosys synthesis .................. 294
  Cell area after synthesis .................. 0.001937 mm^2

Pwr
  Leak pwr .................. 1.710 nW
  Worst IR Drop VDD .................. 0.00004061 V
  Total power divided by cell area .................. 97.31 mW/mm^2

Clock network
  PostCTS Resize Cnt .................. 0
  Hold-fix buffers at CTS .................. 0
  Post-CTS Setup Bufs .................. 0

Floorplan
  Horizontal die size .................. 130 um
  Number of cell rows .................. 40
  Floorplan core density .................. 16.26%
  Chip Area .................. 0.01690 mm^2
  I/O pin cnt .................. 291
  Core Footprint .................. 0.01191 mm^2
  Chip height .................. 130 um

Min path
  Type of the most critical hold path .................. input pin to primary output

Flow run
  Max-cap violations .................. 0
  Number of warning messages in the logs .................. 32
==> cell usage after synthesis, drive strengths merged <==
master / instances
mux2i: 7
mux4: 1
nand3: 1
a41oi: 5
o22a: 25
nor2: 11
a211oi: 1
inv: 2
o21ai: 14
nand2b: 1
nor2b: 3
nor3: 1
nand2: 42
a22oi: 25
clkbuf: 7
a21oi: 52
nand3b: 5
o22ai: 1
and2: 2
mux2: 7
a221oi: 49
buf: 32
==> report_power, final <==
group          switching [mW]  leakage, nW  total [mW]  internal [mW]
Combinational           0.152         1.71       0.480          0.328
Sequential                  0            0           0              0
Clock                       0            0           0              0
Total                   0.152         1.71       0.480          0.328
==> logic make-up after synthesis <==
group	synth area share (%)
AOI/OAI and AO/OA	63.50
buffers and inverters	12.14
muxes	9.044
and+or+nand+nor	15.31
==> cell type report <==
type               instances  share of cell area, %
inverters                  2                 0.1522
repair buffers           306                  61.41
well taps                147                  3.730
multi-input cells        253                  34.71
==> through the flow <==
| stage | total power, mW | hold WS [ps] | cell area [um^2] | utilization (%) |
|---|---|---|---|---|
| 3_3_place_gp | 0.4789 | 2797 | 4931 | 41.40 |
| 4_1_cts | 0.4842 | 2804 | 4931 | 41.40 |
| 3_5_place_dp | 0.4810 | 2795 | 4931 | 41.40 |
| 6_report | 0.4799 | 2794 | 4931 | 41.40 |
| 5_1_grt | 0.5209 | 2848 | 4931 | 41.40 |
| 2_1_floorplan | 0.1507 | 1921 | 1937 | - |
==> metal layers <==
layer / wire [um] / global-route usage [%] / vias to the layer above / part of all wire, %
met3: 1463 / 4.609 / 4 / 9.4
met4: 68 / 0.6614 / 0 / 0.44
met5: 0 / 0 / - / 0
met1: 6147 / 20.78 / 1656 / 40
met2: 7838 / 31.00 / 182 / 51
li1: - / - / 1739 / -
==> worst min path at each step <==
stage                  from  cells past startpoint  endpoint  slack, ps
after CTS             h[12]                      4     z[12]       2800
after global routing  d[12]                      4     z[12]       2850
final                 h[12]                      4     z[12]       2790
Power figures rest on the tool's default switching activity, not on a simulated workload.
